**/design/flow/config.mk**
```make
export PLATFORM = sky130hd
export DESIGN_NAME = alu32
export DESIGN_NICKNAME = alu32
export VERILOG_FILES = /design/flow/design.v
export SDC_FILE = /design/flow/constraint.sdc
export NUM_CORES = 4
export LEC_CHECK = 1
export CORE_UTILIZATION = 40
```
**/design/flow/constraint.sdc**
```tcl
current_design alu32

set clk_period 25.9
set clk_io_pct 0.2

create_clock -name clk0 -period $clk_period

set non_clock_inputs [all_inputs -no_clocks]
set_input_delay [expr $clk_period * $clk_io_pct] -clock clk0 $non_clock_inputs
set_output_delay [expr $clk_period * $clk_io_pct] -clock clk0 [all_outputs]
```
**/design/flow/design.v**
```verilog
module alu32(alu_out, a, b, flagz, flagn, alu_control);
output reg [31:0] alu_out;
input [31:0] a,b;
input [2:0] alu_control;
reg [31:0] less;
output reg flagz,flagn;
always @(a or b or alu_control)
begin
	case(alu_control)
	3'b010: alu_out = a+b;  
	3'b110: alu_out = a+1+(~b);  
	3'b111: begin less = a+1+(~b);
			if (less[31]) alu_out=1;
			else alu_out=0;
		end
	3'b000: alu_out = a & b;  
	3'b001: alu_out = a|b;  
	3'b011: alu_out = a * b;
	3'b100: alu_out = ~ (a | b);  
	default: alu_out=31'bx;
	endcase
	flagz = ~(|alu_out);  
	flagn = alu_out[31];  
end
endmodule
```
**/design/flow/run.sh**
```bash
#!/bin/bash
# OpenROAD 26Q1-2900-gdf79404cd8, Yosys 0.63+post, stock flow scripts
make -C /OpenROAD-flow-scripts/flow DESIGN_CONFIG=/design/flow/config.mk WORK_HOME=/design/flow/orfs finish
```
==> out/results.tsv <==
metric	value	unit
status	completed	
syn_area	0.0207	sq mm
whs_path_depth	5	
critPathMaxFanout	18	
ys_chip_area	0.0207	sq mm
chip_area	0.0526	sq mm
yosys_warnings	1	
core_area	0.0506	sq mm
drc_errors	0	
path_class	input pin to output port	
first_pass_iters	5	
grt_usage	0.338	
cts_resized	0	
grt_antenna_before_repair	2	
grt_pass1_wl	125	mm
max_freq	49.5	MHz
synth_area_per_cell	7.96	sq um
overflow	0	
period_needed	20.21	ns
syn_to_final_growth	8.86	%
place_ws	5.80	ns
dp_hpwl	66.8	mm
cp.required	20.72	ns
worst_slack	5.69	ns
warnings	95	
drt-total-wl	81.7	mm
num-fill-cells	5031	
drive_gt1_frac	0.0372	
postRouteAntennaNets	0	
final_max_slew_viol_count	0	
ys_cells	2597	
worstMarginPinSlew	0.893	ns
fin_setup_tns	0	ns
cpPeakStageDelay	0.79	ns
hold_viol	0	
comb_area	0.0184	sq mm
via_count	18700	
die_x	229	um
grt_max_degree	55	
crit_arrival	15.03	ns
crit_path_frequent_cell	fa_1	
seq_cells	0	
hp-class	input pin to output port	
regArea	0	sq um
rsz0062_at_grt	false	
startpoint_type	input pin	
crit_path_end_kind	output port	
period_used_share	0.780	
lay_top_count	inv_1	
postSynthCellCount	2597	
max_slew_margin	0.401	
wire_per_inst	24.7	um
n_clock_buffer	0	
holdPathEnd	alu_out[3]	
setup-violations-final	0	
die.size.y	229	um
max_cap_violations	0	
num_io_pins	101	
port_buffers	101	
holdBufCountCts	0	
worst_path_max_delay_cell	clkinv_1	
drt-initial-drc-count	1274	
postCtsSetupBuffers	0	
grt_pass1_vias	19600	
final_cell_mix	inv_1, fa_1, nor2_1	
gp_congestion	1.02	
synth_seq_share	0	
holdCritStartpoint	alu_control[0]	
fp_util	0.409	
rows	82	
viasPerCell	5.66	
synth_cell_types	80	
[final cells by class]
cell class                      count  area share
Multi-Input combinational cell   1985       0.816
Inverter                          483      0.0806
Timing Repair Buffer              166      0.0662
Tap cell                          672      0.0374
Antenna cell                        1    0.000111
[worst max-delay path: cells and delay by family]
kind                     cells  cell delay (ns)
adder cells (fa/ha/maj)      9             3.56
AND/OR/NAND/NOR              7             2.43
buffers and inverters        8             2.28
AND-OR/OR-AND                5             1.55
[logic make-up after synthesis]
group                      after synthesis  share of synthesized area
xor gates and xnor gates                99                     0.0419
buffers and inverters                  612                      0.112
and+or+nand+nor                        851                      0.176
adders and majority gates              628                      0.529
AOI/OAI and AO/OA                      393                      0.134
muxes                                   14                    0.00690
[stage by stage]
step / instance area (sq um) / instances / util / hold WS, ns
after floorplan: 20700 / 2597 / - / 10.64
after global placement: 22500 / 3306 / 0.445 / 11.20
after detailed placement: 22500 / 3306 / 0.445 / 11.19
after CTS: 22500 / 3306 / 0.445 / 11.20
after global routing: 22500 / 3307 / 0.445 / 11.26
final: 22500 / 3307 / 0.445 / 11.18
[synth_stat cells, types with 9 or more instances]
| cell type | instances | area [sq um] |
|---|---|---|
| nand2_1 | 276 | 1040 |
| buf_1 | 11 | 41.3 |
| nor2b_1 | 16 | 100 |
| a211o_1 | 13 | 114 |
| o22ai_1 | 10 | 62.6 |
| o31ai_1 | 14 | 105 |
| nand3_1 | 26 | 130 |
| or3_1 | 14 | 87.6 |
| and2_1 | 9 | 56.3 |
| ha_1 | 218 | 2730 |
| clkinv_1 | 13 | 48.8 |
| inv_1 | 464 | 1740 |
| o211ai_1 | 19 | 143 |
| o21ai_0 | 63 | 315 |
| xor2_1 | 24 | 210 |
| a21oi_1 | 84 | 420 |
| and3_1 | 21 | 131 |
| nand2b_1 | 10 | 62.6 |
| a211oi_1 | 19 | 143 |
| mux2i_1 | 12 | 120 |
| a21o_1 | 25 | 188 |
| xnor2_1 | 75 | 657 |
| o221ai_1 | 23 | 201 |
| or4_1 | 10 | 75.1 |
| a221oi_1 | 10 | 87.6 |
| nor2_1 | 395 | 1480 |
| a31oi_1 | 13 | 81.3 |
| nor4_1 | 9 | 56.3 |
| nor3_1 | 29 | 145 |
| clkbuf_1 | 109 | 409 |
| fa_1 | 410 | 8210 |
[routing by layer]
metal | wire, um | GRT usage
met4 | 3360 | 0.106
met2 | 38100 | 0.527
met5 | 56 | 0.00276
met3 | 8200 | 0.111
met1 | 31900 | 0.458
[how the worst max path moves through the flow]
| stage | from | end | slack [ns] |
|---|---|---|---|
| after CTS | a[5] | flagz | 5.79 |
| after global routing | a[5] | flagz | 5.25 |
| final | a[5] | flagz | 5.69 |
